## design/flow/run.sh

```bash
#!/bin/bash
# OpenROAD 26Q1-2900-gdf79404cd8, Yosys 0.63+post, stock flow scripts
make -C /OpenROAD-flow-scripts/flow DESIGN_CONFIG=/design/flow/config.mk WORK_HOME=/design/flow/orfs finish
```

## design/flow/config.mk

```make
export PLATFORM = sky130hd
export DESIGN_NAME = sp
export DESIGN_NICKNAME = sp
export VERILOG_FILES = /design/flow/design.v
export SDC_FILE = /design/flow/constraint.sdc
export NUM_CORES = 4
export LEC_CHECK = 1
export CORE_AREA = 10 10 70 70
export DIE_AREA = 0 0 80 80
```

## design/flow/constraint.sdc

```tcl
current_design sp

set clk_period 1.0
set clk_io_pct 0.2

create_clock -name clk0 -period $clk_period [get_ports {clock_in}]

set non_clock_inputs [all_inputs -no_clocks]
set_input_delay [expr $clk_period * $clk_io_pct] -clock clk0 $non_clock_inputs
set_output_delay [expr $clk_period * $clk_io_pct] -clock clk0 [all_outputs]
```

## design/flow/design.v

```verilog
`timescale 1ns / 100ps
module sp(
    clock_in,
    miso,
    rs,
    cs,
    mosi,
    sclk
);
input  clock_in;
input  miso;
input  rs;
output cs;
output mosi;
output sclk;
wire   clock_in;
wire   cs_net_0;
wire   miso;
wire   mosi_net_0;
wire   rs;
wire   sclk_net_0;
wire   cs_net_1;
wire   mosi_net_1;
wire   sclk_net_1;
assign cs_net_1   = cs_net_0;
assign cs         = cs_net_1;
assign mosi_net_1 = mosi_net_0;
assign mosi       = mosi_net_1;
assign sclk_net_1 = sclk_net_0;
assign sclk       = sclk_net_1;
spi_master spi_master_0(
        .miso     ( miso ),
        .clock_in ( clock_in ),
        .rs       ( rs ),
        .sclk     ( sclk_net_0 ),
        .mosi     ( mosi_net_0 ),
        .cs       ( cs_net_0 ) 
        );
endmodule
module spi_master(
    input miso,
    output sclk,
    output mosi,
    output cs,
    input clock_in,
    input rs
);
reg [7:0] data=8'b10101001;
reg [7:0] received_data;
reg [2:0] state_mosi;
reg [2:0] state_miso;
localparam MOSI_IDLE_STATE=0;
localparam MISO_IDLE_STATE=7;
localparam MOSI_START_STATE=1;
localparam WRITE_STATE=2;
localparam READ_STATE=3;
localparam MOSI_STOP_STATE=4;
localparam MISO_START_STATE=5;
localparam MISO_STOP_STATE=6;
reg [3:0]mosi_counter;
reg [3:0] miso_counter;
reg spi_clk;
reg cs_out;
reg mosi_out;
assign sclk=spi_clk;
assign cs = cs_out;
assign mosi=mosi_out;
initial begin
    state_mosi=MOSI_IDLE_STATE;
    state_miso=MISO_IDLE_STATE;
    spi_clk=1;
    mosi_out=1;
    cs_out=1;
end
always @ (posedge clock_in) begin
    if (rs==1) begin
        spi_clk=0;
    end
    else begin
        spi_clk=~spi_clk;
    end
end
always @ (posedge spi_clk) begin
    case(state_mosi)
        MOSI_IDLE_STATE:
            begin
                if (cs==0)begin
                    state_mosi=MOSI_START_STATE;
                end
            end
        MOSI_START_STATE:begin
            mosi_out=0;
            state_mosi=WRITE_STATE;
            mosi_counter=7;
        end
        WRITE_STATE:begin
            if(mosi_counter==0)begin
                state_mosi=MOSI_STOP_STATE;
            end
            mosi_out=data[mosi_counter];
            mosi_counter=mosi_counter-1;
        end
        MOSI_STOP_STATE:
        begin
            mosi_out=1;
            state_mosi=MOSI_IDLE_STATE;
        end
    endcase
end
always @(negedge spi_clk)begin
    case(state_miso)
            MISO_IDLE_STATE:
                begin
                if (cs==0)begin
                    state_miso=MISO_START_STATE;
                end
            end
            MISO_START_STATE:begin
                if(miso==0)begin
                    state_miso=READ_STATE;
                    miso_counter=7;
                end
            end
            READ_STATE:begin
                received_data[miso_counter]=miso;
                miso_counter=miso_counter-1;
                if(miso_counter==0)begin
                    state_miso=MISO_STOP_STATE;
                end
            end
            MISO_STOP_STATE:begin
                state_miso=MISO_IDLE_STATE;
            end
    endcase
end
endmodule
```

==> run notes <==
run results: outcome finished, final reports clean, via count 239, Period Utilization, post-route 79.7%, worst hold path startpoint spi_master_0.spi_clk, Via density 2.91, filler cell count 393, Crit Path Max Fanout 1, category of cells accounting for the largest share of critical-path delay buffers and inverters, buffers inserted by post-CTS timing repair 0, Post-Route Setup TNS 0 ns, final slew viol count 0, total wirelength of the detailed-routed design 539 µm, crit path launch rs, crit path max-delay cell type clkdlybuf4s50_1, horizontal die dimension 80 µm, Yosys Warn Count 1, setup clock skew after layout 0 ns, chip area from the yosys synthesis statistics 404 µm², Post-synth seq share 57.0%, post-route minimum period 0.797 ns, routed wirelength normalized by instance count 6.57 µm, Gate Area 148 µm², post-DP HPWL 440 µm, core utilization before placement 11.8%, y dimension of the die 80 µm, tool warnings 31, endpoints left unconstrained 15, arrival time reported for the critical path endpoint 0.68 ns, Cell Area, Synth 404 µm², number of inserted diodes 0, post-place instance area 492 µm², FF+latch area 230 µm², largest net degree at the start of global routing 11, Synth Area per Inst 12.2 µm², most instantiated logic cells after routing 7 x edfxtp_1, 5 x inv_1, 4 x ha_1, cells traversed along the worst timing path clkdlybuf4s50_1 -> nor2_1, total power consumption of the routed design 0.0832 mW, area fraction in and, or, nand and nor cells 12.1%, Skew-Pair Late Insertion Delay 0 ns, leakage component of the power 0.189 nW, Final Util 14.5%, unrepaired setup endpoints after global routing false, Synth Area in Adders 12.4%, crit end category flip-flop, total grt overflow 0, starting DRC count in detailed routing 2, max_cap viols 0, total buffers and inverters traversed by the critical path 1, number of cells produced by synthesis 33, number of iterations in the first detailed-routing pass 2, Flops after synth 8, top logic cell by instance count in the layout edfxtp_1, worst setup path category in -> reg, main logic family after synthesis adder cells, Layout Cell Area excl Fill 494 µm², Placed Instances 82, global-route wire length before repair 1030 µm, area enclosed by the die boundary 0.00640 mm², longest individual stage delay on the worst path 0.45 ns, power density cells 168 mW/mm², WHS 0.545 ns, startpoint kind of the worst setup timing path primary input, Yosys Instances 33, Port Buffer Count 3, tally of unique sky130hd cells used after synthesis 17, Worst Hold Class reg -> reg, area share of and-or/or-and cells after synthesis 6.19%, DRC Markers 0, number of rows created at floorplan 21, top-level I/O count 6, Std-Cell Core Area 0.00342 mm², data required time of the critical path 0.89 ns, worst ir drop on vdd 208 µV, max frequency 1260 MHz, area growth from synthesis to layout 22.3%, endpoints failing hold 0, number of register pins that no clock reaches 7, post-route setup slack 0.203 ns, post-synthesis xor/xnor area fraction 2.17%, DRT antenna net count 0, routability congestion estimate 0.767, fraction of layout cells with a size suffix above 1 5.56%, post-layout instance count excluding filler cells 82, via count of the first global-routing pass 251, CTS clock-pin slew for the worst setup and hold paths 0 ns, antenna violations before repair 0, share of synthesized area spent on multiplexers 2.79%, post-placement worst setup slack 0.0264 ns, reg-to-reg startpoint spi_master_0.spi_clk, Setup Viol. Count Final 0, overall global routing resource usage 1.80%
==> layout make-up <==
| type | instances | area share (%) |
|---|---|---|
| repair buffers | 4 | 8.10 |
| well taps | 46 | 11.6 |
| inverters | 5 | 3.80 |
| multi-input cells | 19 | 29.9 |
| flip-flops and latches | 8 | 46.6 |
==> cell families after synthesis <==
logic type,count (synthesis)
muxes,1
DFF,8
buffers and inverters,6
xor gates and xnor gates,1
adders and majority gates,4
other,1
and+or+nand+nor,9
AOI/OAI and AO/OA,3
==> where the power goes <==
part | internal (mW) | switching (mW) | leakage [nW]
Sequential | 0.0647 | 0.00112 | 0.0722
Clock | 0 | 0 | 0
Combinational | 0.0106 | 0.00679 | 0.117
Total | 0.0753 | 0.00791 | 0.189
==> timing repair <==
item                                    4_1_cts  5_1_grt
endpoints found under the setup margin        0        1
hold buffers                                  0        0
gates resized                                 0        1
==> cells in the mapped netlist <==
cell type,n,area share (%)
mux2_2,1,2.8
a21boi_1,1,1.9
nand2b_1,2,3.1
nor2b_1,1,1.5
edfxtp_1,7,52
nand2_1,3,2.8
inv_1,5,4.6
o31ai_1,1,1.9
xnor2_1,1,2.2
or4_1,1,1.9
a32o_1,1,2.5
nor2_1,1,0.93
buf_4,1,1.9
ha_1,4,12
nor3b_1,1,1.9
conb_1,1,0.93
dfxtp_1,1,5.0
==> routing by layer <==
metal	GRT usage (%)	routed length [µm]
met3	0.568	37
met1	2.60	273
met5	0	0
met4	0	0
met2	2.73	228
==> sequential cells by signal, indices dropped and copies added (netlist names) <==
name / cells
spi_master_0.state_mosi: 2
spi_master_0.spi_clk: 1
spi_master_0.mosi_counter: 4
spi_master_0.mosi_out: 1
==> final timing paths <==
| kind | endpoint | slack [ns] | cells past startpoint |
|---|---|---|---|
| setup / recovery | spi_master_0.spi_clk | 0.20 | 2 |
| setup reg to reg | spi_master_0.spi_clk | 0.39 | 2 |
| hold / removal | spi_master_0.spi_clk | 0.54 | 2 |
| hold reg to reg | spi_master_0.spi_clk | 0.54 | 2 |
No activity file was given, so power comes from the tool's default toggle rates.
