<file path="flow/design.v">
module spi(
	input logic miso,
    output logic sclk,
    output logic mosi,
    output logic cs_out,
    input logic clock_in,
    input logic rs
);
reg[7:0] read_data;
reg[3:0] state_mosi;
reg[3:0] state_miso;
logic[7:0] send_data = 8'b11010101;
reg spi_clk;
reg mosi_out;
localparam STATE_IDLE = 0;
localparam STATE_START = 1;
localparam STATE_WRITE = 2;
localparam STATE_READ = 3;
localparam STATE_STOP = 4;
reg cs;
assign cs_out = cs;
assign sclk = spi_clk;
assign mosi = mosi_out;
reg[7:0] counter_miso;
reg[7:0] counter_mosi;
initial begin
	spi_clk = 1;
end
always @ (posedge clock_in) begin
    if (rs==1) begin
        spi_clk=0;
    end
    else begin
        spi_clk=~spi_clk;
    end
end 
initial begin
	state_mosi = STATE_IDLE;
	state_miso = STATE_IDLE;
	cs = 0;
end
always @(posedge spi_clk) begin
		case(state_miso)
			STATE_IDLE : begin
				if (cs == 0) begin
					state_miso = STATE_START;
				end
				else state_miso = STATE_IDLE;
			end
			STATE_START : begin 
				counter_miso = 7;
				state_miso = STATE_READ;
			end
			STATE_READ: begin
				read_data[counter_miso] = miso;
				counter_miso = counter_miso -1;
				if (counter_miso == 0) begin
					state_miso = STATE_STOP;
				end
			end
			STATE_STOP: begin
				state_miso = STATE_IDLE;
			end
		endcase
end
always @(negedge spi_clk) begin
		case(state_mosi)
			STATE_IDLE : begin
				if (cs == 0) begin
					state_mosi = STATE_START;
				end
				else state_mosi = STATE_IDLE;
			end
			STATE_START : begin
				counter_mosi = 7;
				state_mosi = STATE_WRITE;
			end
			STATE_WRITE: begin
				mosi_out = send_data[counter_mosi];
				if (counter_mosi == 0) begin
					state_mosi = STATE_STOP;
				end
				counter_mosi = counter_mosi -1;
			end
			STATE_STOP: begin
				state_mosi = STATE_IDLE;
			end
		endcase
end
endmodule
</file>
<file path="flow/constraint.sdc">
current_design spi

set clk_period 1.5
set clk_io_pct 0.2

create_clock -name clk0 -period $clk_period [get_ports {clock_in}]

set non_clock_inputs [all_inputs -no_clocks]
set_input_delay [expr $clk_period * $clk_io_pct] -clock clk0 $non_clock_inputs
set_output_delay [expr $clk_period * $clk_io_pct] -clock clk0 [all_outputs]
</file>
<file path="flow/run.sh">
#!/bin/bash
# OpenROAD 26Q1-2900-gdf79404cd8, Yosys 0.63+post, stock flow scripts
make -C /OpenROAD-flow-scripts/flow DESIGN_CONFIG=/design/flow/config.mk WORK_HOME=/design/flow/orfs finish
</file>
<file path="flow/config.mk">
export PLATFORM = sky130hd
export DESIGN_NAME = spi
export DESIGN_NICKNAME = spi
export VERILOG_FILES = /design/flow/design.v
export SDC_FILE = /design/flow/constraint.sdc
export NUM_CORES = 4
export LEC_CHECK = 1
export CORE_AREA = 10 10 77 77
export DIE_AREA = 0 0 87 87
</file>
==> flow_summary.json <==
{
  "status": "finished clean",
  "vias_per_cell": 3.63,
  "drc": 0,
  "p_sw_uw": 7.76,
  "powerDensity_mw_per_mm2": 87.0,
  "num_io_pins": 6,
  "warnings": 31,
  "cp-start-kind": "flop",
  "ff2ff_setup_slack_ns": 1.02,
  "final_cell_mix": "edfxtp_1 (12), nand2_1 (5), nor2_1 (5)",
  "cp_top_family": "buffers and inverters",
  "n_antenna_cell": 0,
  "drv_slew": 0,
  "track_usage_pct": 2.80,
  "hold_path.class": "reg2reg",
  "portBuffers": 3,
  "fillers": 464,
  "finalSetupViolCount": 0,
  "p_leak_nw": 0.261,
  "peakVddDrop_uv": 124,
  "untimed_endpoints": 25,
  "critPathBufInv": 1,
  "ys_cells": 58,
  "comb_power_share_pct": 18.6,
  "finalHoldViolCount": 0,
  "die_area_mm2": 0.00757,
  "grt_setup_unrepaired": "false",
  "relSlewSlack_pct": 48.4,
  "hpwl_um": 745,
  "finalWirelength_um": 948,
  "routabilityCongestion": 0.722,
  "yosys_warnings": 1,
  "grt_pass1_wl_mm": 1.87,
  "drive_above_1_share_pct": 5.00,
  "swShare_pct": 11.6,
  "antenna_left": 0,
  "syn_inst": 58,
  "post-route-util_pct": 17.6,
  "drtIter0Drc": 37,
  "fp_util_pct": 15.5,
  "p_seq_share_pct": 81.4,
  "cts_hold_buf": 0,
  "syn_avg_cell_area_um2": 11.7,
  "cts_setup_buffers": 0,
  "tightest_slew_ns": 0.771,
  "cts_resized": 0,
  "synth_cell_types": 27,
  "via_count": 407,
  "slowest_stage": "clkdlybuf4s50_1",
  "rows": 24,
  "synth_area_um2": 677,
  "fin_skew_ns": 0,
  "cp-end-kind": "output pin",
  "area_delta_synth_final_pct": 13.3,
  "grt_max_degree": 13,
  "ys_chip_area_um2": 677,
  "p_clk_share_pct": 0,
  "overflow": 0,
  "slowest_delay_ns": 0.48,
  "critPathArrivalTime_ns": 0.79,
  "crit_required_ns": 1.20,
  "path_clk_slew_ns": 0,
  "core_mm2": 0.00435,
  "max_freq_ghz": 0.915,
  "die_y_um": 87,
  "intPower_uw": 59.0,
  "drt-pass1-iter-count": 2,
  "drv_cap": 0,
  "unclocked_regs": 12,
  "fp.dieW_um": 87,
  "antenna_found_initial": 0,
  "period_used_pct": 72.8,
  "crit_path_cell_trace": "clkdlybuf4s50_1",
  "lay_top_count": "edfxtp_1",
  "fin_tns_setup_ns": 0,
  "crit_fanout": 3,
  "clk_latency_ns": 0,
  "grt_pass1_vias": 428,
  "path_class": "reg2out",
  "ys_seq_share_pct": 56.2,
  "fin_crit_ns": 1.09,
  "ys.flops": 13,
  "post_drt_wl_per_cell_um": 8.46
}
-- stage by stage --
step                hold WS [ns]  setup slack, ns  instance area (um^2)  power [mW]  cells
finish                     0.417            0.407                   767      0.0667    112
global route               0.451            0.371                   767      0.0694    112
CTS                        0.423            0.395                   767      0.0673    112
detailed placement         0.423            0.400                   767      0.0671    112
global placement           0.424            0.397                   767      0.0672    112
floorplan                  0.367            0.903                   677      0.0598     58
-- per-layer routing --
layer	GRT usage, %	routed length [um]	vias to the layer above
li1	-	-	214
met1	4.37	533	185
met2	4.20	365	8
met3	0.472	49	0
met4	0	0	0
met5	0	0	-
-- state kept, by name, summed over array words and instances, names as in the netlist --
signal,cells
spi_clk,1
counter_mosi,8
state_mosi,3
mosi_out,1
-- final cells by class --
type                       instances  area, um^2  area share, %
multi-input combinational         40         273           35.6
inverter                           3        11.3           1.47
timing repair buffer               4        37.5           4.89
tap                               52        65.1           8.48
sequential                        13         380           49.6
-- synth_stat cells --
master    instances  area [um^2]
a21boi_1          1         7.51
a21oi_1           1         5.00
and2_1            3         18.8
buf_2             1         5.00
buf_4             1         7.51
conb_1            1         3.75
dfxtp_1           1         20.0
edfxtp_1         12          360
ha_1              3         37.5
inv_1             3         11.3
mux2i_1           1         10.0
nand2_1           5         18.8
nand2b_1          1         6.26
nand3_1           1         5.00
nand4b_1          1         8.76
nor2_1            5         18.8
nor3_1            1         5.00
nor3b_1           3         22.5
nor4_1            2         12.5
o21ai_0           1         5.00
o311ai_0          1         8.76
o31ai_1           1         7.51
o41ai_1           1         8.76
or3_4             1         11.3
or3b_2            1         8.76
or4_1             1         7.51
xnor2_1           4         35.0
-- cells by family (layout without fill, tap and decap cells) --
| logic type | after synthesis | after routing | share of synthesized area, % |
|---|---|---|---|
| AND/OR/NAND/NOR | 25 | 25 | 21.3 |
| buffers and inverters | 5 | 7 | 3.51 |
| flip-flops | 13 | 13 | 56.2 |
| AND-OR/OR-AND | 6 | 6 | 6.28 |
| other | 1 | 1 | 0.554 |
| XOR/XNOR | 4 | 4 | 5.18 |
| adder cells (fa/ha/maj) | 3 | 3 | 5.55 |
| multiplexers | 1 | 1 | 1.48 |
-- path summary, 6_finish.rpt --
check                from      end  cells past startpoint
setup / recovery  spi_clk     sclk                      1
hold / removal    spi_clk  spi_clk                      1
setup reg to reg  spi_clk  spi_clk                      1
hold reg to reg   spi_clk  spi_clk                      1
-- power groups by stage --
stage / clock [mW] / sequential [mW] / combinational [mW]
CTS: 0 / 0.0544 / 0.0129
global route: 0 / 0.0546 / 0.0148
finish: 0 / 0.0543 / 0.0124
Power figures rest on the tool's default switching activity, not on a simulated workload.
